File: constraint.sdc
current_design dataGen

set clk_period 1.0
set clk_io_pct 0.2

create_clock -name clk0 -period $clk_period [get_ports {clk}]

set non_clock_inputs [all_inputs -no_clocks]
set_input_delay [expr $clk_period * $clk_io_pct] -clock clk0 $non_clock_inputs
set_output_delay [expr $clk_period * $clk_io_pct] -clock clk0 [all_outputs]
File: design.v
module dataGen #( parameter NUM_LEDS = 60 )(input clk, input reset, input run, output [(NUM_LEDS*24)-1:0] data);
	reg [(NUM_LEDS*24)-1:0] data =  {8'hFF, {(NUM_LEDS*24-8){1'b0} }};
  always @(posedge clk or posedge reset) begin
    if (reset) begin
      data <= {8'hFF, {(NUM_LEDS*24-8){1'b0} }};
    end else begin
       if (run) begin
          data <= {data[7:0], data[(NUM_LEDS*24)-1:8]};
       end
    end
  end
endmodule
File: run.sh
#!/bin/bash
# OpenROAD 26Q1-2900-gdf79404cd8, Yosys 0.63+post, stock flow scripts
make -C /OpenROAD-flow-scripts/flow DESIGN_CONFIG=/design/flow/config.mk WORK_HOME=/design/flow/orfs finish
File: config.mk
export PLATFORM = sky130hd
export DESIGN_NAME = dataGen
export DESIGN_NICKNAME = dataGen
export VERILOG_FILES = /design/flow/design.v
export SDC_FILE = /design/flow/constraint.sdc
export NUM_CORES = 4
export LEC_CHECK = 1
export CORE_AREA = 10 10 770 770
export DIE_AREA = 0 0 780 780
==> reports/metrics.cfg <==
[run_status]
status = finished with violations
violations = negative setup slack

[yosys]
area_leaders = dfrtp_1, mux2_2, mux2_4
syn_area_um2 = 55700
ys_area_um2 = 55700
yosysTopAreaCell = dfrtp_1
yosys_cells = 3041
syn_avg_cell_area_um2 = 18.3
synthArstFlopShare = 1.00
synth.distinct_cells = 7
most_common_cell = dfrtp_1
numSynthFlops = 1440
flop_cell = dfrtp_1
top_area_frac = 0.643
common_cells = dfrtp_1, mux2_2, mux2_4
edf_count = 0
ys_seq_share = 0.647
synth_cells = 3041
yosysWarnings = 1

[detailed_routing]
wl_per_cell_um = 17.6
dr_total_vias = 38900
vias_per_cell = 2.69
wirelength_um = 254000
drcViolationCount = 0
detail_route.iter0.violations = 1285
dr.pass1.iters = 4
ant_nets = 0

[floorplan]
num_rows = 279
die_area_um2 = 608000
design.core.area_um2 = 576000
die_y_um = 780
ioPinCount = 1443
fp-utilization = 0.0967
die_w_um = 780

[worst_setup_path]
crit_slowest_cell = dfrtp_2
cp.required_ns = 0.80
crit_chain = buf_12 > buf_6
cp-start-kind = flop
rrSetupSlack_ns = -0.20
slowest_delay_ns = 0.47
crit_path_end_kind = primary output
path_max_fanout = 2
worstSetupPathType = flop to primary output
cp_data_arrival_time_ns = 1.61

[clocking]
cts_sinks = 1440
cts-htree-levels = 4
clkTransAtPathRegs_ns = 0.06
root_buffer = clkbuf_16
numCtsBuffers = 173
clock_latency_ns = 0.88
cts_tree = built
clk_path_buf_depth = 4

[finish]
largestRegisters = data: 1440 flops
finish.instance_area_um2 = 96600
fillCellCount = 63000
regArea_um2 = 36100
syn_to_final_growth_pct = 73.4
drive_gt1_frac = 0.790
mi_logic_area_um2 = 18500
largest_reg_flops = 1440
top_register = data

[power]
ir_drop_uv = 1390
switching_power_mw = 29.5
p_leak_nw = 51.6
internal_power_mw = 97.0
cellPowerDensity_nw_per_um2 = 1310
p_total_mw = 126
pwr-share-comb = 0.038
switching_share = 0.233
p_clk_frac = 0.501
p_seq_frac = 0.461

[final_timing]
finalClockPeriodUsage = 1.81
finalHoldViolCount = 0
slew_violations = 0
slew_headroom = 0.638
timing.final.ws_setup_ns = -0.806
setup_violations = 2073
rsz0062_at_grt = yes
skew_ns = 0.0656
hold_ws_ns = 0.151
fmax_ghz = 0.554
worstMarginPinSlew_ns = 0.543
layout_min_cycle_time_ns = 1.81

[worst_hold_path]
min_path_type = input pin to flop

[place]
place_area_um2 = 92000
gp_congestion = 0.857
dp_slack_ns = -0.625
dp_hpwl_um = 207000
io_buffers = 1442

[global_routing]
grt_pass1_wl_um = 344000
grt_use_met2 = 0.139
antenna_found_initial = 26
grt_max_degree = 67
use_met3 = 0.0313
grt_busiest_layer = met2
grt_use_met1 = 0.0931
grt_pass1_vias = 40600
gr-total-overflow = 0
gr-usage-all-layers = 0.0815

[job]
tool_warnings = 29
cap_viol_max_count = 0

## power groups by stage
stage	logic [mW]	clock network, mW	registers [mW]
after CTS	4.91	66.1	58.3
after global routing	5.18	68.2	58.2
final	4.78	63.4	58.3
## cell usage in the layout (no fill, tap or decap), types with 2 or more instances in the layout
| cell type | Yosys | routed |
|---|---|---|
| dfrtp_1 | 1432 | 1356 |
| clkinv_2 | 0 | 21 |
| inv_8 | 0 | 2 |
| buf_6 | 67 | 243 |
| dlygate4sd3_1 | 0 | 2 |
| bufinv_16 | 0 | 5 |
| clkinv_4 | 0 | 2 |
| inv_6 | 0 | 5 |
| clkinvlp_4 | 0 | 6 |
| buf_2 | 93 | 667 |
| clkinv_8 | 0 | 2 |
| clkbuf_2 | 0 | 466 |
| dfstp_2 | 8 | 8 |
| clkbuf_1 | 0 | 40 |
| clkbuf_16 | 0 | 176 |
| clkinv_16 | 0 | 4 |
| diode_2 | 0 | 16 |
| mux2_2 | 840 | 840 |
| clkbuf_8 | 0 | 41 |
| buf_4 | 0 | 1929 |
| buf_12 | 0 | 184 |
| dfrtp_2 | 0 | 76 |
| mux2_4 | 600 | 600 |
## kinds of logic (layout without fill, tap and decap cells)
| logic type | after synthesis | after routing | share of synthesized area |
|---|---|---|---|
| muxes | 1440 | 1440 | 0.331 |
| buffers and inverters | 161 | 3799 | 0.0220 |
| DFF | 1440 | 1440 | 0.647 |
| other | 0 | 16 | 0 |
## final cells by class
type                    count  share of cell area
clock inverters            47             0.00568
diodes                     16            0.000414
flip-flops and latches   1440               0.374
inverters                   1           0.0000777
clock buffers             257              0.0530
repair buffers           3494               0.276
well taps                7727               0.100
multi-input cells        1440               0.191
## metal layers
layer | part of all wire | vias up
li1 | - | 17900
met1 | 0.38 | 19400
met2 | 0.50 | 1155
met3 | 0.082 | 338
met4 | 0.041 | 4
met5 | 0.000087 | -
## worst max-delay path, delay by kind of cell, from the launching register on
kind,cells,cell delay [ns]
buffers and inverters,2,0.28
flip-flops,1,0.47
## stage by stage
| stage | std cells | utilization | setup TNS (ns) |
|---|---|---|---|
| final | 14400 | 0.168 | -947.11 |
| after floorplan | 3041 | - | - |
| after global routing | 14400 | 0.168 | -1143.56 |
| after CTS | 14200 | 0.168 | -1200.32 |
| after global placement | 13600 | 0.160 | -1439.62 |
| after detailed placement | 13600 | 0.160 | -1427.65 |
## path summary, 6_finish.rpt
| kind | start | endpoint | cells after the start |
|---|---|---|---|
| max in group asynchronous | reset | data[1014]$_DFFE_PP0P_ | 4 |
| worst max register to register | data[879]$_DFFE_PP0P_ | data[871]$_DFFE_PP0P_ | 4 |
| worst min register to register | data[643]$_DFFE_PP0P_ | data[635]$_DFFE_PP0P_ | 1 |
| worst min-delay path | run | data[1004]$_DFFE_PP0P_ | 4 |
| worst max-delay path | data[419]$_DFFE_PP0P_ | data[419] | 2 |
| min in group asynchronous | reset | data[713]$_DFFE_PP0P_ | 4 |
## repair_timing
item / in CTS / in global routing
buffers inserted: 349 / 201
hold endpoints to repair: 25 / 0
hold buffers: 2 / 0
setup endpoints to repair: 1516 / 2141
resized: 4024 / 1009
Power and IR drop assume default switching activity.
